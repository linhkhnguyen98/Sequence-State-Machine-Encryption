### run.sh
#!/bin/bash
# OpenROAD 26Q1-2900-gdf79404cd8, Yosys 0.63+post, stock flow scripts
make -C /OpenROAD-flow-scripts/flow DESIGN_CONFIG=/design/flow/config.mk WORK_HOME=/design/flow/orfs finish
### config.mk
export PLATFORM = sky130hd
export DESIGN_NAME = seqsm
export DESIGN_NICKNAME = seqsm
export VERILOG_FILES = /design/flow/design.v
export SDC_FILE = /design/flow/constraint.sdc
export NUM_CORES = 4
export LEC_CHECK = 1
export CORE_AREA = 10 10 70 70
export DIE_AREA = 0 0 80 80
### constraint.sdc
current_design seqsm

set clk_period 1.2
set clk_io_pct 0.2

create_clock -name clk0 -period $clk_period [get_ports {clk}]

set non_clock_inputs [all_inputs -no_clocks]
set_input_delay [expr $clk_period * $clk_io_pct] -clock clk0 $non_clock_inputs
set_output_delay [expr $clk_period * $clk_io_pct] -clock clk0 [all_outputs]
### design.v
module seqsm 
   (
    input logic clk,
    input logic rst,
	 input logic encRqst,
	 input logic packetDone,
	 input logic preambleDone, 
	 input logic incomingByteValid,
	 output logic prelenen,
	 output logic tapsen,
	 output logic getNext,                                 
	 output logic seedEn,
	 output logic loadLFSR,
	 output logic incReadAddr,
	 output logic lfsrEn,
	 output logic incByteCnt,
	 output logic payLoad,
	 output logic packetEnd,
	 output logic validOut,
	 output logic done
    );
typedef enum { Idle, LoadPreamble, LoadTaps, LoadSeed, InitLFSR, 
													ProcessPreamble, Encrypt, Done} states_t;
   states_t curState;
   states_t nxtState;
   always_ff @(posedge clk)
     begin
       if (rst)
         curState <= Idle;
       else
         curState <= nxtState;
     end 
	always_comb begin
		 prelenen = 0;
		 tapsen = 0;
		 getNext = 0;
		 seedEn = 0;
		 loadLFSR = 0;
		 incReadAddr = 0;
		 lfsrEn = 0;
		 incByteCnt = 0;
		 payLoad = 0;
		 packetEnd = 0;
		 validOut = 0;
		 done = 0;
				unique case (curState)
				Idle : begin
					if(encRqst) begin
						nxtState = LoadPreamble;
					end else 
						nxtState = Idle;
				end
				LoadPreamble : begin
					incReadAddr = 1;
					prelenen = 1;
					nxtState = LoadTaps;
				end
				LoadTaps : begin
					incReadAddr = 1;
					tapsen = 1;
					nxtState = LoadSeed;
				end 
				LoadSeed : begin
					seedEn = 1;
					nxtState = InitLFSR;
				end
				InitLFSR : begin
					loadLFSR = 1;
					nxtState = ProcessPreamble;
				end
				ProcessPreamble : begin
					if(incomingByteValid) begin
						lfsrEn = 1;
						incByteCnt = 1;
						getNext = 1;  
						payLoad = 0;
						validOut = 1;
					end
					if(preambleDone) begin
					   payLoad = 1;
						nxtState = Encrypt;
					end else
						nxtState = ProcessPreamble;
				end
				Encrypt : begin
					if(incomingByteValid) begin
						lfsrEn = 1;
						incByteCnt = 1;
						getNext = 1;  
						payLoad = 1;
						validOut = 1;
					end
					if(packetDone) begin
						nxtState = Done;
					end else
						nxtState = Encrypt;
				end
				Done : begin
					done = 1;
					nxtState = Done;
				end
				default: nxtState = Idle;
			endcase  
		end  
endmodule  
==> flow_summary.toml <==
# physical design summary
[outcome]
violations = "negative setup slack"
outcome = "complete, but fails checks"

[sta]
slew_viol_final = 0
rsz0062_at_grt = "true"
skew_ns = 0.00132
setup_ws_ns = -0.0215
final_hold_viol_count = 0
finalSetupViolations = 4
holdWs_ns = 0.431
fin_crit_ns = 1.22
fin_crit_sh_pct = 102
clock.fmax_mhz = 819

[setup_path]
reg2regPathDepth = 7
timing.rr.end = "curState[3]"
rr_startpoint = "curState[5]"
worstSetupPathType = "register to output port"
cp_max_fo = 4
crit_arrival_ns = 0.98
critPathRequiredTime_ns = 0.96
critPathCaptureType = "output port"
r2r_slack_ns = 0.06
start_kind = "register"

[clocking]
cts_inserted_buffers = 3
root_buffer = "clkbuf_4"
clkSinkCount = 8
htreeDepth = 1
hold_buffers = 0
clk_latency_ns = 0.25
clockBufferDepth = 2
cts_tree = "yes"
cts.clk_slew.worst_paths_ns = 0.05

[yosys]
ys_sh_mux_pct = 0
ys_sh_adder_pct = 0
compound_area_share_pct = 10.3
avgSynthCellArea_sq_um = 9.11
top_logic_kind = "simple AND/OR/NAND/NOR gates"
yosys_warnings = 1
ys_seq_share_pct = 54.9
netlist_area_sq_um = 292
synth_cell_types = 12
ys_cells = 32
syn_inst = 32
yosys_area_sq_um = 292
synth_flops = 8
synthXorXnorAreaFrac_pct = 0
simple_gate_share_pct = 20.6

[place]
dp_slack_ns = -0.416
gp_congestion = 0.762
placed_cells = 94
place.port_buffers = 16

[drt]
wl_met3_microns = 175
maxUsedRoutingLayer = "met3"
vias_per_cell = 2.85
wire_per_inst_microns = 8.42
via_count = 294
wl_microns = 867
m1WireLength_microns = 439
first_pass_iters = 2
met2WireLength_microns = 252
drc = 0
drt_first_iter_violations = 1
insertedDiodeCount = 0
ant_nets = 0

[finish]
fillerInstances = 393
largest_reg_flops = 8
syn2layout_area_growth_pct = 98.3
stdcell_count = 103
layout_top_cells = "dlygate4sd2_1 (7), buf_4 (7), dfxtp_2 (6), buf_2 (5)"
regMostFlops = "curState"
reg_top3 = "curState (8)"
drive_gt1_share_pct = 49.1

[grt]
grt_pass1_vias = 303
grt_pass1_wl_microns = 1420
overflow = 0
grt_max_degree = 9
track_usage_pct = 2.77
antenna_found_initial = 0

[floorplanning]
fp_util_pct = 8.53
die_area_sq_um = 6400
fp.dieH_microns = 80
rows = 21
core_sq_um = 3420
die_w_microns = 80
ioPinCount = 18

[min_path]
worstHoldPathCells = 3
min_from = "preambleDone"
whs_endpoint = "curState[5]"
hp-class = "primary input to register"

[pwr]
max-vdd-ir-drop_mv = 0.502
p_per_area_nw_per_um2 = 905
power_leakage_nw = 0.280

[run]
cap_violations = 0
warnings = 27
worst max path at each step:
| stage | slack, ns | to | start | cells past startpoint |
|---|---|---|---|---|
| final | -0.02 | lfsrEn | curState[5] | 3 |
| after global routing | -0.07 | validOut | curState[5] | 3 |
| after CTS | -0.17 | curState[3] | curState[5] | 9 |
critical path, stage by stage (launching register included):
cell,delay (ns)
dfxtp_2,0.32
buf_6,0.11
o21a_4,0.19
buf_2,0.11
stage by stage:
stage / instance area [sq um] / TNS (ns) / power (mW) / utilization, %
floorplan: 292 / 0 / 0.293 / -
global placement: 509 / -1.98 / 0.334 / 14.9
detailed placement: 509 / -2.03 / 0.334 / 14.9
CTS: 577 / -0.292 / 0.532 / 16.9
global route: 578 / -0.321 / 0.559 / 16.9
finish: 578 / -0.0795 / 0.523 / 16.9
cell families (layout without fill, tap and decap cells):
group,Yosys count,count (layout)
AOI/OAI and AO/OA,5,5
buffers and inverters,6,31
and+or+nand+nor,12,12
DFF,8,8
other,1,1
cells in the mapped netlist:
cell | count | area [sq um]
dfxtp_1 | 8 | 160
buf_4 | 4 | 30.0
nand2_1 | 4 | 15.0
a21oi_1 | 3 | 15.0
nor2b_1 | 3 | 18.8
inv_1 | 2 | 7.51
nand2b_1 | 2 | 12.5
nor2_1 | 2 | 7.51
a21o_1 | 1 | 7.51
conb_1 | 1 | 3.75
o21a_1 | 1 | 7.51
or2_2 | 1 | 6.26
final cells by class:
type | count | area (sq um) | area share [%]
multi-input cells | 18 | 110 | 19.0
repair buffers | 26 | 213 | 36.8
inverters | 2 | 7.51 | 1.30
clock buffers | 3 | 22.5 | 3.90
well taps | 46 | 57.6 | 9.96
flip-flops and latches | 8 | 168 | 29.0
power by group:
group | switching, mW | internal (mW) | leakage [nW]
sequential | 0.00360 | 0.274 | 0.0680
clock | 0.0818 | 0.114 | 0.0138
combinational | 0.0163 | 0.0336 | 0.198
layer usage:
metal | track usage (%) | up-vias
li1 | - | 147
met1 | 3.84 | 128
met2 | 2.81 | 19
met3 | 2.84 | 0
met4 | 0.352 | 0
met5 | 0 | -
repair_timing:
action                                  in CTS  in global routing
pin swaps                                    3                  2
endpoints found under the setup margin      11                  7
buffers inserted                             8                  0
hold endpoints to repair                     0                  0
resized                                     33                  4
No activity file was given, so power comes from the tool's default toggle rates.
